===== design.v =====
module register_file_forwarding (
    input wire clk,
    input wire rst,
    input wire we1,
    input wire [2:0] write_addr1,
    input wire [15:0] write_data1,
    input wire we2,
    input wire [2:0] write_addr2,
    input wire [15:0] write_data2,
    input wire [2:0] read_addr1,
    input wire [2:0] read_addr2,
    output reg [15:0] read_data1,
    output reg [15:0] read_data2
);
reg [15:0] regs [7:0];
integer i;
always @(posedge clk) begin
    if (rst) begin
        for (i = 0; i < 8; i = i + 1)
            regs[i] <= 16'd0;
    end else begin
        if (we1 && write_addr1 != 3'd0 && write_addr1 != write_addr2)
            regs[write_addr1] <= write_data1;
        if (we2 && write_addr2 != 3'd0)
            regs[write_addr2] <= write_data2;
    end
end
always @(posedge clk) begin
    if (we2 && (read_addr1 == write_addr2) && (read_addr1 != 3'd0))
        read_data1 <= write_data2;
    else if (we1 && (read_addr1 == write_addr1) && (read_addr1 != 3'd0) && (write_addr1 != write_addr2 || !we2))
        read_data1 <= write_data1;
    else
        read_data1 <= regs[read_addr1];
    if (we2 && (read_addr2 == write_addr2) && (read_addr2 != 3'd0))
        read_data2 <= write_data2;
    else if (we1 && (read_addr2 == write_addr1) && (read_addr2 != 3'd0) && (write_addr1 != write_addr2 || !we2))
        read_data2 <= write_data1;
    else
        read_data2 <= regs[read_addr2];
end
endmodule

===== run.sh =====
#!/bin/bash
# OpenROAD 26Q1-2900-gdf79404cd8, Yosys 0.63+post, stock flow scripts
make -C /OpenROAD-flow-scripts/flow DESIGN_CONFIG=/design/flow/config.mk WORK_HOME=/design/flow/orfs finish

===== config.mk =====
export PLATFORM = sky130hd
export DESIGN_NAME = register_file_forwarding
export DESIGN_NICKNAME = register_file_forwarding
export VERILOG_FILES = /design/flow/design.v
export SDC_FILE = /design/flow/constraint.sdc
export NUM_CORES = 4
export LEC_CHECK = 1
export CORE_UTILIZATION = 40

===== constraint.sdc =====
current_design register_file_forwarding

set clk_period 4.6
set clk_io_pct 0.2

create_clock -name clk0 -period $clk_period [get_ports {clk}]

set non_clock_inputs [all_inputs -no_clocks]
set_input_delay [expr $clk_period * $clk_io_pct] -clock clk0 $non_clock_inputs
set_output_delay [expr $clk_period * $clk_io_pct] -clock clk0 [all_outputs]

==> out/results.tsv <==
metric	value	unit
Die X	153.0	um
post-CTS sizing	0	
Core Rows	54	
post-synth top area share	42.16	%
ys cells	651	
setup TNS	0	ns
leakage power	3.566	nW
RSZ-0062 raised after global routing	false	
Final period util	81.23	%
post-DR wirelength/cell	27.77	um
DRT Pass-1 Iters	5	
Dominant flop cell	edfxtp_1	
fillers	1816	
ys async rst share	0	%
PwrDens	358.7	nW/um^2
hold crit path type	flop to flop	
postcts setup bufs	0	
Overflow after GRT	0	
CP arrival	3.79	ns
Critical Path RT	4.65	ns
Post-synth top cells	128 x edfxtp_1, 112 x a22o_1, 64 x mux4_2	
die area	23400	sq um
clock sinks	160	
Root Buffer Master	clkbuf_16	
Final Slew Violations	0	
antenna-violating nets left	0	
Mapped Avg Cell Area	14.00	sq um
max cap viols	0	
crit start category	input pin	
Total GRT Usage	26.20	%
Placeable Area	22090	sq um
Hold Vio Cnt, Final	0	
Post-synth EDFFs	128	
CTS Hold Buffers Added	0	
worst slew pin tran	0.9911	ns
DRT iter0 DRCs	394	
Yosys Warn Count	1	
Synth Instances	651	
clk buf depth	2	
Reg clk slew, reported paths	0.06	ns
DRC errors left	0	
crit path max fanout	17	
fp util	41.26	%
Yosys chip area	9116	sq um
Synth cell types	42	
IO Port Bufs	79	
Post-Route WL	27800	um
OpenROAD warning count	25	
DR vias	6480	
layout cells sized above 1	25.52	%
diode count	0	
max frequency	0.2676	GHz
first-pass GRT wire length	41720	um
vias in the first global route	6886	
DP Wirelength	18120	um
Setup violations, final	0	
outcome	finished, final reports clean	
number of buffers created by CTS	17	
largest net degree at the start of global routing	33	
mapped cell area	9116	sq um
H-tree levels	4	
routability congestion estimate	0.9320	
overall power consumption	0.003844	W
CTS tree	yes	
Yosys top cell by area	edfxtp_1	
most numerous cell in the Yosys netlist	edfxtp_1	
relative slew slack	33.93	%
clock skew	0.01068	ns
antenna violations before repair	0	
top cells by area	edfxtp_1 42%, mux4_2 16%, a22o_1 11%, dfxtp_1 7.0%, mux2_2 4.0%	
ys flops	160	
worst setup path category	input pin to flop	
io pins	80	
DIE HEIGHT	153.0	um
Crit. End Element	flop	
worst skew pair latency	0.43	ns
area grow syn2layout	17.53	%
Post-synth seq share	49.19	%
Tmin final	3.736	ns
vias per cell	6.474	
VDD IR max	0.0002622	V
[stage by stage]
stage | util, % | instance area, sq um | cells | hold slack [ns] | worst slack (ns)
floorplan | - | 9173 | 666 | 0.9019 | 1.787
global placement | 45.91 | 10140 | 969 | 0.9582 | 0.4834
detailed placement | 45.91 | 10140 | 969 | 0.9509 | 0.4461
CTS | 48.49 | 10710 | 1001 | 0.9573 | 0.8808
global route | 48.49 | 10710 | 1001 | 1.028 | 0.7110
finish | 48.49 | 10710 | 1001 | 0.9515 | 0.8636
[cells in the final DEF, fill, tap and decap left out, types with 3 or more instances in the layout]
cell type	instances
edfxtp_1	128
a22o_1	112
clkdlybuf4s50_1	75
mux4_2	64
buf_4	35
mux2_2	32
a21oi_1	32
nor3_1	32
nand3_1	32
o31ai_1	32
dfxtp_1	32
clkbuf_16	17
conb_1	16
or3_1	7
xnor2_1	6
nand2b_1	4
nor4b_4	4
clkinv_1	4
clkinv_4	4
buf_2	4
nor2_1	3
xor2_4	3
nor2b_1	3
inv_1	3
nor2_2	3
clkinvlp_4	3
[per-layer routing]
metal / global-route usage [%] / vias to the layer above / part of all wire, %
met5: 1.863 / - / 0.13
met4: 8.562 / 2 / 4.0
met3: 13.92 / 79 / 13
met2: 38.73 / 442 / 47
met1: 34.45 / 3177 / 36
li1: - / 2780 / -
[where the power goes]
part	leakage [nW]	internal, W	switching (W)
Combinational	1.79	0.000356	0.000341
Clock	0.267	0.000795	0.000575
Sequential	1.51	0.00171	0.0000637
[sequential cells by signal (all words and copies together), names as in the netlist]
register	flops
read_data1	16
read_data2	16
regs	128
[layout make-up]
| type | instances | area [sq um] | share of cell area [%] |
|---|---|---|---|
| Clock buffer | 18 | 429.2 | 4.006 |
| Clock inverter | 14 | 141.4 | 1.320 |
| Inverter | 3 | 11.26 | 0.1051 |
| Multi-Input combinational cell | 411 | 4244 | 39.61 |
| Sequential cell | 160 | 4484 | 41.85 |
| Tap cell | 280 | 350.3 | 3.270 |
| Timing Repair Buffer | 115 | 1054 | 9.833 |
[cell families (layout without fill, tap and decap cells)]
family          after synthesis  in the layout  synth area share, %
mux                          96             96                19.76
simple gates                 98             98                6.876
compound gates              190            190                17.46
xor+xnor                     11             11                1.674
buf+inv                      95            150                4.996
flops                       160            160                49.19
other cells                   1             16              0.04114
[path summary, 6_finish.rpt]
check,start,end,cells after the start,slack (ns)
worst max-delay path,write_addr2[1],regs[3][1],5,0.86
worst min register to register,regs[4][7],read_data2[7],4,0.95
worst min-delay path,regs[4][7],read_data2[7],4,0.95
worst max register to register,regs[6][13],read_data1[13],4,3.01
[worst max-delay path, stage by stage]
cell and delay [ns]:
clkdlybuf4s50_1 0.83, xor2_4 0.32, o311ai_4 0.22, nor4b_4 0.83, or3_1 0.66
Power and IR drop assume default switching activity.
