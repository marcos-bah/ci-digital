==> design/flow/design.v <==
module register_file_dual_write (
    input wire clk,
    input wire rst,
    input wire we1,
    input wire [2:0] write_addr1,
    input wire [15:0] write_data1,
    input wire we2,
    input wire [2:0] write_addr2,
    input wire [15:0] write_data2,
    input wire [2:0] read_addr1,
    input wire [2:0] read_addr2,
    output reg [15:0] read_data1,
    output reg [15:0] read_data2
);
reg [15:0] regs [7:0];
integer i;
always @(posedge clk) begin
    if (rst) begin
        for (i = 0; i < 8; i = i + 1)
            regs[i] <= 16'd0;
    end else begin
        if (we1 && write_addr1 != 3'd0 && write_addr1 != write_addr2)
            regs[write_addr1] <= write_data1;
        if (we2 && write_addr2 != 3'd0)
            regs[write_addr2] <= write_data2;
    end
end
always @(posedge clk) begin
    read_data1 <= regs[read_addr1];
    read_data2 <= regs[read_addr2];
end
endmodule
==> design/flow/run.sh <==
#!/bin/bash
# OpenROAD 26Q1-2900-gdf79404cd8, Yosys 0.63+post, stock flow scripts
make -C /OpenROAD-flow-scripts/flow DESIGN_CONFIG=/design/flow/config.mk WORK_HOME=/design/flow/orfs finish
==> design/flow/config.mk <==
export PLATFORM = sky130hd
export DESIGN_NAME = register_file_dual_write
export DESIGN_NICKNAME = register_file_dual_write
export VERILOG_FILES = /design/flow/design.v
export SDC_FILE = /design/flow/constraint.sdc
export NUM_CORES = 4
export LEC_CHECK = 1
export CORE_UTILIZATION = 30
==> design/flow/constraint.sdc <==
current_design register_file_dual_write

set clk_period 3.9
set clk_io_pct 0.2

create_clock -name clk0 -period $clk_period [get_ports {clk}]

set non_clock_inputs [all_inputs -no_clocks]
set_input_delay [expr $clk_period * $clk_io_pct] -clock clk0 $non_clock_inputs
set_output_delay [expr $clk_period * $clk_io_pct] -clock clk0 [all_outputs]
==> metrics.cfg <==
[run_status]
run_status=finished clean

[yosys]
ys.flops=160
syn_avg_cell_area_sq_um=17.8
synthDistinctLibCells=31
synth.cell_area_sq_um=8280
ys_cells=465
yosysWarningCount=1
netlist_instances=465
synth_seq_share_pct=54.1
ys_area_sq_um=8280

[worst_setup_path]
worstPathRequired_ns=3.95
crit_start=write_addr2[2]
crit_slowest_cell=a211o_1
path_delay_family=simple AND/OR/NAND/NOR gates
r2r-start=regs[5][11]$_DFFE_PP_
rrSetupSlack_ns=2.53
worst_r2r_endpoint=read_data2[11]$_DFF_P_
worstSetupEndpointType=flip-flop
reg2regPathDepth=2
critPathLaunchType=input port
path_cells=clkdlybuf4s50_1 -> or3b_1 -> nor2_8 -> a211o_1
crit_type=input port to flip-flop
worstSetupEndpoint=regs[1][8]$_DFFE_PP_
arrival_ns=3.00
path_max_fanout=17
cp.buffers_inverters=1
crit_path_max_incr_delay_ns=0.70
cp.depth=4

[final_layout]
fillCellCount=2467
final_core_util_pct=36.9
final_cell_mix=edfxtp_1, clkdlybuf4s50_1, a22o_1
synthToLayoutAreaGrowth_pct=20.3
regArea_sq_um=4480
logic_area_sq_um=3520
layout_top_cell=edfxtp_1
drive_above_1_share_pct=20.7

[timing]
fmax_mhz=339
period_minus_slack_ns=2.95
period_used_pct=75.6
setup_violations=0
finClkSkew_ns=0.00507
drv_slew=0
setup_tns_ns=0
hold_viol=0
worst_slew_pin_slew_ns=0.953
rsz0062_at_grt=no
relSlewSlack_pct=36.5

[worst_hold_path]
hold_path_class=flip-flop to flip-flop

[placement]
io_buffer_count=79
place.gp.congestion=0.872
dp_hpwl_um=14300

[clock_network]
cts_resized=0
cts_setup_buffers=0
cts-root-buf=clkbuf_16
cts_buffers=17
clk_pin_slew_ns=0.06
cts_buffer_depth=2
hold_buffers=0
clk_latency_ns=0.43
cts.sinks=160
cts_max_level=4
cts_tree=built

[route]
drt_wl_total_um=21800
drt_iter0_drc=388
vias_per_cell=5.66
n_antenna_cell=0
dr.pass1.iters=5
drc=0
final_antenna_net_count=0
avgRoutedWirePerCell_um=24.1
vias=5121

[global_routing]
grt_max_degree=42
grt_pass1_wl_um=32500
grt_usage_pct=16.5
grt_pass1_vias=5545
antenna_found_initial=0
grt_overflow=0

[power_and_ir_drop]
p_per_area_nw_per_um2=432
peakVddDrop_mv=0.297
pwr-share-seq_pct=48.1
p_leak_nw=3.55
power_frac_comb_pct=12.8
power.total_mw=4.30
power.share.clock_pct=39.1
sw_frac_of_total_pct=23.7
power.switching_mw=1.02
power.internal_mw=3.29

[floorplanning]
chipArea_sq_um=28300
initCoreUtil_pct=30.6
dieWidth_um=168
ios=80
chipHeight_um=168
fp.coreArea_sq_um=27000
row_count=60

[flow_run]
maxCapViolCount=0
warnings=25

[Yosys cell counts, drive strengths merged]
cell type  count  share of area, %
buf           36               3.4
mux2          32               4.4
nor3           1              0.20
clkbuf        12              0.57
nand4b         1              0.29
nand2          1             0.045
nand2b         2              0.33
nor4b          1              0.11
a31oi          2              0.30
nor2b         16               1.2
conb           1             0.045
nand3b         1             0.091
nor2           6              0.95
dfxtp         32               7.7
and4bb         2              0.30
inv            2             0.091
o21a           4              0.36
o311a          1              0.14
or3            1             0.076
a22o          64               6.8
a32o          48               5.8
a211o          6              0.63
edfxtp       128                46
mux4          64                20
or3b           1              0.11
[flip-flops by register name (all words and copies together) (netlist names)]
register	cells
regs	128
read_data1	16
read_data2	16
[power by group through the flow]
stage,Combinational [mW],Sequential (mW),Clock (mW)
final,0.551,2.07,1.68
after global routing,0.586,2.09,1.80
after CTS,0.555,2.07,1.71
[cell families after synthesis]
kind of cell	share of synthesized area, %
flip-flops	54.1
AND-OR/OR-AND	14.0
multiplexers	24.0
buffers and inverters	4.09
AND/OR/NAND/NOR	3.70
other	0.0453
[routing by layer]
layer | global-route usage (%) | vias up | part of all wire [%]
met5 | 0 | - | 0
met4 | 3.44 | 0 | 2.3
met3 | 10.2 | 30 | 13
met2 | 26.4 | 359 | 50
met1 | 19.2 | 2492 | 35
li1 | - | 2240 | -
[through the flow]
stage / setup WS (ns) / cells / hold WS, ns / instance area [sq um]
floorplan: 1.64 / 480 / 0.659 / 8340
global placement: 0.582 / 873 / 0.679 / 9370
detailed placement: 0.522 / 873 / 0.688 / 9370
CTS: 0.969 / 905 / 0.707 / 9970
global route: 0.858 / 905 / 0.727 / 9970
finish: 0.952 / 905 / 0.704 / 9970
[final cells by class]
cell class                      count  share of cell area, %
Sequential cell                   160                   45.0
Multi-Input combinational cell    270                   35.3
Inverter                            2                 0.0753
Tap cell                          341                   4.28
Clock inverter                     15                   1.74
Clock buffer                       17                   4.27
Timing Repair Buffer              100                   9.36
[worst register-to-register path: cells and delay by family, from the launching register on]
kind,cells,cell delay (ns)
mux,2,0.81
flops,1,0.43
[worst min path at each step]
stage | from | endpoint | slack [ns] | cells after the start
final | regs[6][13]$_DFFE_PP_ | read_data2[13]$_DFF_P_ | 0.70 | 2
after global routing | regs[6][13]$_DFFE_PP_ | read_data2[13]$_DFF_P_ | 0.73 | 2
after CTS | regs[6][3]$_DFFE_PP_ | read_data2[3]$_DFF_P_ | 0.71 | 2
Power figures rest on the tool's default switching activity, not on a simulated workload.
