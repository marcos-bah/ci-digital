===== flow/design.v =====
module RegisterFile(
    input wire clk,
    input wire reset,        
    input wire WE3,          
    input wire [4:0] RA1, RA2, WA3,  
    input wire [31:0] WD3,          
    output wire [31:0] RD1, RD2     
);
    reg [31:0] REG_MEM_BLOCK[31:0];  
    integer i;
    always @(posedge clk) begin
        if (reset) begin
            for (i = 0; i < 32; i = i + 1)
                REG_MEM_BLOCK[i] <= 32'b0;
            REG_MEM_BLOCK[5] <= 32'd6;
            REG_MEM_BLOCK[9] <= 32'h2004;
        end else if (WE3 && WA3 != 0) begin
            REG_MEM_BLOCK[WA3] <= WD3;
        end
    end
    assign RD1 = (RA1 != 0) ? REG_MEM_BLOCK[RA1] : 32'b0;
    assign RD2 = (RA2 != 0) ? REG_MEM_BLOCK[RA2] : 32'b0;
endmodule

===== flow/run.sh =====
#!/bin/bash
# OpenROAD 26Q1-2900-gdf79404cd8, Yosys 0.63+post, stock flow scripts
make -C /OpenROAD-flow-scripts/flow DESIGN_CONFIG=/design/flow/config.mk WORK_HOME=/design/flow/orfs finish

===== flow/config.mk =====
export PLATFORM = sky130hd
export DESIGN_NAME = RegisterFile
export DESIGN_NICKNAME = RegisterFile
export VERILOG_FILES = /design/flow/design.v
export SDC_FILE = /design/flow/constraint.sdc
export NUM_CORES = 4
export LEC_CHECK = 1
export CORE_UTILIZATION = 30

===== flow/constraint.sdc =====
current_design RegisterFile

set clk_period 11.9
set clk_io_pct 0.2

create_clock -name clk0 -period $clk_period [get_ports {clk}]

set non_clock_inputs [all_inputs -no_clocks]
set_input_delay [expr $clk_period * $clk_io_pct] -clock clk0 $non_clock_inputs
set_output_delay [expr $clk_period * $clk_io_pct] -clock clk0 [all_outputs]

==> run summary <==
Yosys Chip Area: 52,530 µm²
FMAX: 0.1109 GHz
fin. max-slew vios: 0
wire length on met1: 57.70 mm
simple share: 9.975%
Hold Buf Count CTS: 0
Port-buffer cells: 113
Post-synth regs: 1,024
main flop type: edfxtp_1
# IOs: 114
Die Width: 420.5 µm
setup TNS: 0 ps
synth warn: 1
met2 WL: 94.81 mm
biggest registers after layout: REG_MEM_BLOCK x1024
Netlist cell types: 49
H-tree levels: 3
Die Size: 176,800 µm²
max reg flops: 1,024
Crit. End Element: output port
ys cells: 3,655
Place WS: 2994 ps
peak supply drop: 131.2 µV
Core ar.: 173,800 µm²
number of buffers created by CTS: 113
Tool Warnings: 26
global placement routability congestion: 0.9436
All-Layer GR Usage: 25.39%
root buf cell: clkbuf_16
initial antenna violation count: 12
Met3 Wirelength: 40.18 mm
xor/xnor share: 0%
vias in the first global route: 37,970
synthesized area per cell: 14.37 µm²
Avg WL per Cell: 34.27 µm
RSZ-0062 raised after global routing: no
# rows: 153
DR vias/cell: 5.764
placed insts: 5,892
Mapped Cells: 3,655
layout cell share with drive strength beyond 1: 22.78%
final wirelength: 209.3 mm
adder share: 0%
Post-DP HPWL: 121.7 mm
post-CTS setup buffer count: 0
Final Non-Filler Cells: 6,108
1st-pass router iterations: 5
Longest Clk Path Bufs: 3
post-CTS sizing: 0
Hold Path End: REG_MEM_BLOCK[0][15]
crit-path max cell delay: 970 ps
gr ovfl total: 0
Main logic family: multiplexers
clock slew at reported path FFs: 60 ps
DRC Markers: 0
P_leak: 19.68 nW
via count: 35,210
worst path required time: 9520 ps
Synth area leader: edfxtp_1
FP Core Util: 30.22%
Area after DPL: 56,380 µm²
shortest period the worst path allows: 9015 ps
CP max-delay cell: nor2b_4
max cap viols: 0
min-delay src: reset
first-pass GRT wire length: 288.3 mm
Finish-stage setup viols: 0
Post-synth EDFFs: 1,024
die height: 420.5 µm
startpoint class of the critical path: input pin
pin count of the biggest net entering global routing: 78
top cells by area: edfxtp_1 59%, mux4_2 18%, nor2_1 6.3%
Async SR Flop Fraction: 0%
Fin. Hold Viols: 0
Synth top cells by count: 1,024 x edfxtp_1, 879 x nor2_1, 414 x mux4_2
cycle use final: 75.76%
measured slew at the worst slew-check pin: 1086 ps
Top-area cell share: 58.53%
Post-synth seq share: 58.53%
post-route cell area: 59,940 µm²
WP data arrival: 6640 ps
CP Max Fanout: 34
Worst slew margin: 27.59%
Mux cell area share: 22.94%
most used cell, CP: buf_4
CTS tree: done
worst hold path cell count: 1
Final ANT Viol Nets: 0
crit-path cells: buf_2 -> buf_4 -> nor2b_4 -> buf_4 -> a22o_1 -> a211oi_1 -> nor3_1 -> buf_4 -> clkdlybuf4s50_1
final core occ: 34.48%
uppermost layer routed: met5
Clock Sink Count: 1,024
Crit Path Category: in -> out
most common cell in the synthesized netlist: edfxtp_1
Hold WC Path Type: in -> reg
PD cells: 146.5 nW/µm²
setup ws final: 2885 ps
synthesized area: 52,530 µm²
Detailed Route Iter0 Violations: 2,687
status: complete, no violations
Complex Gates by Area: 4.873%
area growth from synthesis to layout: 14.09%
Largest Register: REG_MEM_BLOCK
[metrics by stage]
step | power (mW) | hold WS, ps
finish | 8.781 | 2124
global route | 9.005 | 2101
CTS | 8.795 | 2090
detailed placement | 5.420 | 2838
global placement | 5.414 | 2839
floorplan | 4.930 | 2578
[per-layer routing]
layer,vias up,track usage [%]
met5,-,3.112
met4,26,14.87
met2,3134,36.90
li1,14160,-
met1,17130,23.70
met3,757,21.36
[critical path: cells and delay by family]
kind            cells  cell delay (ps)
simple gates        2             1800
compound gates      2              350
buf+inv             5             2050
[logic make-up after synthesis]
kind of cell,after synthesis
flops,1024
buf+inv,412
compound gates,319
mux,682
other cells,1
simple gates,1217
[cell type report]
type	count	area, µm²
Fill cell	16550	113900
Sequential cell	1024	30750
Multi-Input combinational cell	2250	20220
Clock buffer	138	2964
Tap cell	2325	2909
Timing Repair Buffer	267	2409
Clock inverter	71	571.8
Inverter	26	97.59
Antenna cell	7	17.52
[how the worst max path moves through the flow]
stage	cells past startpoint	startpoint	slack, ps	end
CTS	8	RA2[3]	2980	RD2[23]
global route	9	RA2[1]	2760	RD2[6]
finish	9	RA2[3]	2880	RD2[14]
[placed cells by master, fill, tap and decap left out, types with 23 or more instances in the layout]
| master | instances |
|---|---|
| a211o_1 | 26 |
| a211oi_1 | 45 |
| a21oi_1 | 33 |
| a221oi_1 | 25 |
| a22o_1 | 61 |
| and2_1 | 60 |
| and3_1 | 89 |
| buf_4 | 148 |
| clkbuf_1 | 23 |
| clkbuf_16 | 115 |
| clkdlybuf4s50_1 | 104 |
| clkinv_1 | 31 |
| conb_1 | 32 |
| edfxtp_1 | 1024 |
| inv_1 | 25 |
| mux2_2 | 34 |
| mux2i_1 | 234 |
| mux4_2 | 414 |
| nand2_1 | 53 |
| nand2b_2 | 31 |
| nor2_1 | 875 |
| nor3_1 | 24 |
| o221ai_1 | 29 |
| o22ai_1 | 53 |
[report_power, final]
group | leakage [nW] | internal, mW | switching [mW] | total (mW)
Combinational | 8.20 | 0.453 | 0.651 | 1.10
Sequential | 9.75 | 4.16 | 0.0944 | 4.26
Clock | 1.73 | 1.95 | 1.47 | 3.42
Power is estimated from default activity; no workload was simulated.
