==> flow/design.v <==
module decodificador (
    input clk,
    input [15:0] addr,
    output reg cs
);
    always @(*) begin
        cs = (addr >= 16'h0400 && addr <= 16'h07FF);
    end
endmodule
module single_port_ram (
    input wire clk, we, cs,
    input wire [9:0] addr,
    input wire [7:0] din,
    output wire [7:0] dout
);
    reg [7:0] mem [0:1023];
    reg [7:0] saida;
    assign dout = saida;
    always @(posedge clk) begin
        if (cs) begin
            if (we)
                mem[addr] <= din;
            saida <= mem[addr];
        end else begin
            saida <= 8'bz; 
        end
    end
endmodule
module sistema_mem_01 (
    input we, clk,
    input [15:0] addr,
    input [7:0] din,
    output [7:0] dout,
    output cs
);
wire [9:0] addr_mem;
assign addr_mem = addr[9:0];
decodificador dec (
    .clk(clk),
    .addr(addr),
    .cs(cs)
);
single_port_ram ram (
    .clk(clk),
    .we(we),
    .cs(cs),
    .addr(addr_mem),
    .din(din),
    .dout(dout)
);
endmodule
==> flow/run.sh <==
#!/bin/bash
# OpenROAD 26Q1-2900-gdf79404cd8, Yosys 0.63+post, stock flow scripts
make -C /OpenROAD-flow-scripts/flow DESIGN_CONFIG=/design/flow/config.mk WORK_HOME=/design/flow/orfs finish
==> flow/config.mk <==
export PLATFORM = sky130hd
export DESIGN_NAME = sistema_mem_01
export DESIGN_NICKNAME = sistema_mem_01
export VERILOG_FILES = /design/flow/design.v
export SDC_FILE = /design/flow/constraint.sdc
export NUM_CORES = 4
export LEC_CHECK = 1
export CORE_UTILIZATION = 40
export SYNTH_MEMORY_MAX_BITS = 65536
==> flow/constraint.sdc <==
current_design sistema_mem_01

set clk_period 36.6
set clk_io_pct 0.2

create_clock -name clk0 -period $clk_period [get_ports {clk}]

set non_clock_inputs [all_inputs -no_clocks]
set_input_delay [expr $clk_period * $clk_io_pct] -clock clk0 $non_clock_inputs
set_output_delay [expr $clk_period * $clk_io_pct] -clock clk0 [all_outputs]
==> README.md <==
| Item | This run |
|:---|:---|
| Result of the run | finished clean |
| Effective utilization at floorplan | 0.4016 |
| Hold WC Path Type | flip-flop to flip-flop |
| Source-to-sink clock delay at the later pin of the worst-skew pair | 1.18 ns |
| Worst clock skew | 0.06633 ns |
| Kind of cell with the highest combined delay on the critical path | simple AND/OR/NAND/NOR gates |
| Highest attainable clock frequency | 0.06029 GHz |
| Boundary pin count | 35 |
| Die outline height | 891.5 um |
| Number of buffers added by the clock tree synthesis step | 786 |
| Count of tool warnings | 51 |
| Total cell area at the placement stage | 0.3303 mm^2 |
| Largest cells by area after synthesis | sky130_fd_sc_hd__edfxtp_1 78%, sky130_fd_sc_hd__mux2i_1 8.5%, sky130_fd_sc_hd__mux4_2 5.2% |
| Horizontal die size | 891.5 um |
| Vias in the first global route | 169624 |
| Clock Root Buffer | sky130_fd_sc_hd__clkbuf_16 |
| Core outline area | 0.7880 mm^2 |
| Final period utilization | 0.4532 |
| Most common cell in the netlist | sky130_fd_sc_hd__edfxtp_1 |
| Total gr overflow | 0 |
| Post-route minimum period | 16.59 ns |
| Largest voltage drop on the vdd net | 48.83 uV |
| Slowest cell delay on critical path | 0.68 ns |
| Total count of max-transition violations in the final report | 0 |
| Cell count listed in synth_stat.txt | 16709 |
| Worst-path fanout max | 3 |
| TNS Setup | 0 ns |
| Yosys adder share | 0 |
| Cells along the critical path | clkdlybuf4s50_1 > or4b_2 > nor3_1 > clkdlybuf4s50_1 |
| Placer Congestion | 0.9001 |
| Kind of end point of the critical path | output pin |
| Vias per cell | 5.657 |
| Netlist area before placement | 0.3165 mm^2 |
| Chip area | 0.7948 mm^2 |
| Max-cap violation count | 0 |
| Crit path buffers/inverters | 2 |
| Wire length of the first global-routing pass | 1250 mm |
| Fraction of the mapped netlist area in simple logic gates | 0.03243 |
| Area share, top type | 0.7773 |
| Final setup viols | 0 |
| Overall track demand over capacity in global routing | 0.2416 |
| Number of cells upsized or downsized after cts | 0 |
| Buffers inserted during post-CTS setup optimization | 0 |
| Rows | 326 |
| Proportion of layout cells with a drive suffix above 1 | 0.1424 |
| Worst-path cell with the longest stage delay | sky130_fd_sc_hd__or4b_2 |
| Total routed wirelength | 885.0 mm |
| Clock Path Buffers | 4 |
| Count of mapped cells out of synthesis | 16709 |
| Crit path required time | 29.28 ns |
| Number of different library cells in the post-synthesis netlist | 62 |
| Data arrival time of the worst path | 9.27 ns |
| Dominant combinational cell family by area after synthesis | multiplexers |
| Antenna violations before repair | 67 |
| Most instantiated flip-flop cell in the synthesis netlist | sky130_fd_sc_hd__edfxtp_1 |
| Count of flip-flops with a built-in enable after synthesis | 8192 |
| Leading post-synthesis cells by instance count | 8192 x sky130_fd_sc_hd__edfxtp_1, 2687 x sky130_fd_sc_hd__mux2i_1, 1238 x sky130_fd_sc_hd__nor2_1 |
| Length of the first detailed-routing pass in iterations | 6 |
| Fillers | 65519 |
| Worst-Margin Slew | 1.099 ns |
| Post-synthesis to final-layout area growth | 12.22% |
| HPWL Detailed | 540.2 mm |
| Number of DRC markers in iteration 0 | 11243 |
| CTS tree | yes |
| Mean routed wirelength per cell | 31.23 um |
| Post-synth regs | 8200 |
| CTS clk-pin slew, worst paths | 0.06 ns |
| Average size of a mapped cell | 18.94 um^2 |
| Fin area | 0.3552 mm^2 |
| Power density cells | 53.48 mW/mm^2 |
| Maximum level of the CTS H-tree | 6 |
| Worst slack on hold paths | 0.9521 ns |
| Async SR Flop Fraction | 0 |
| Unrepaired setup endpoints after global routing | false |
| MUX area fraction | 0.1369 |
| Via Count | 160313 |
| Post-detailed-route count of antenna-violating nets | 0 |
| Synth warn | 3 |
| Critical Path Most Common Cell | sky130_fd_sc_hd__clkdlybuf4s50_1 |
| Post-synth area from yosys stat | 0.3165 mm^2 |
| Xor+xnor area frac | 0 |
| Largest net degree at the start of global routing | 124 |
| DR DRC count | 0 |
| Pleak | 115.1 nW |
| Clk sink count | 8200 |
| PortBufs | 34 |
| Type of element launching the critical path | primary input |
| Seq share, synth | 0.7778 |
| Area share of and-or/or-and cells after synthesis | 0.03535 |
| Relative slew margins | 0.2644 |
| Class of the most critical setup path | primary input to output pin |
| Count of endpoints failing hold in the final timing report | 0 |
| Number of hold buffers added after cts | 0 |
| Most area-hungry cell type in the Yosys netlist | sky130_fd_sc_hd__edfxtp_1 |
area by class of cell:
class	instances	area (um^2)	share of cell area
sequential	8200	246200	0.6930
multi-input combinational	7420	65280	0.1838
clock buffer	971	20490	0.05769
tap	10496	13130	0.03697
timing repair buffer	703	5673	0.01597
clock inverter	466	4237	0.01193
antenna	80	200.2	0.0005636
inverter	2	12.51	0.00003523
worst reg2reg max path: stages, from the launching register on:
cell and delay (ns):
sky130_fd_sc_hd__edfxtp_1 0.36, sky130_fd_sc_hd__mux2i_1 0.14, sky130_fd_sc_hd__o22ai_1 0.11, sky130_fd_sc_hd__nor3_1 0.69, sky130_fd_sc_hd__nand4_1 0.59, sky130_fd_sc_hd__nand3_1 0.82
sky130_fd_sc_hd__nand4_1 0.45, sky130_fd_sc_hd__or4_1 0.60
kinds of logic (layout without fill, tap and decap cells):
logic type      Yosys count  count (layout)
buf+inv                1089            2142
compound gates         1707            1707
flops                  8200            8200
simple gates           2295            2295
other cells               0              80
mux                    3418            3418
where the power goes:
| part | switching [W] | internal, W | total [W] |
|---|---|---|---|
| Sequential | 0.00000876 | 0.0103 | 0.0103 |
| Combinational | 0.000574 | 0.000248 | 0.000822 |
| Clock | 0.00351 | 0.00433 | 0.00784 |
| Total | 0.00409 | 0.0149 | 0.0190 |
path summary, 6_finish.rpt:
check,slack (ns),startpoint,end,cells past startpoint
worst min-delay path,0.95,ram.mem[493][0]$_DFFE_PP_,ram.saida[0]$_DFF_P_,7
worst max register to register,32.72,ram.mem[919][5]$_DFFE_PP_,ram.saida[5]$_DFF_P_,7
worst min register to register,0.95,ram.mem[493][0]$_DFFE_PP_,ram.saida[0]$_DFF_P_,7
worst max-delay path,20.01,addr[12],cs,4
metrics by stage:
step | setup slack, ns | instances | util | total power [W]
global route | 19.89 | 28280 | 0.4505 | 0.01949
detailed placement | 19.97 | 26821 | 0.4191 | 0.01136
CTS | 19.96 | 28258 | 0.4505 | 0.01910
finish | 20.01 | 28338 | 0.4507 | 0.01900
global placement | 19.92 | 26821 | 0.4191 | 0.01135
floorplan | 21.15 | 16709 | - | 0.01095
registers in the layout (all words and copies together) (netlist names):
register	flops
ram.mem	8192
ram.saida	8
metal layers:
layer / up-vias / global-route usage / part of all wire / wire [um]
met3: 1685 / 0.1920 / 0.18 / 159500
met5: - / 0.01115 / 0.0024 / 2083
met1: 80927 / 0.2887 / 0.32 / 286300
met2: 8737 / 0.3405 / 0.45 / 400100
li1: 68814 / - / - / -
met4: 150 / 0.08066 / 0.042 / 37010
placed cells by master (no fill, tap or decap), types with 38 or more instances in the layout:
| cell | count |
|---|---|
| sky130_fd_sc_hd__edfxtp_1 | 8192 |
| sky130_fd_sc_hd__mux2i_1 | 2687 |
| sky130_fd_sc_hd__nor2_1 | 1228 |
| sky130_fd_sc_hd__o22ai_1 | 1021 |
| sky130_fd_sc_hd__clkbuf_16 | 792 |
| sky130_fd_sc_hd__mux4_2 | 729 |
| sky130_fd_sc_hd__buf_4 | 652 |
| sky130_fd_sc_hd__nand2_1 | 290 |
| sky130_fd_sc_hd__nor4_1 | 284 |
| sky130_fd_sc_hd__a22oi_1 | 223 |
| sky130_fd_sc_hd__clkinv_1 | 223 |
| sky130_fd_sc_hd__nand3_1 | 212 |
| sky130_fd_sc_hd__o21ai_0 | 180 |
| sky130_fd_sc_hd__clkbuf_1 | 179 |
| sky130_fd_sc_hd__clkinv_2 | 119 |
| sky130_fd_sc_hd__nand4_1 | 82 |
| sky130_fd_sc_hd__diode_2 | 80 |
| sky130_fd_sc_hd__a221oi_1 | 69 |
| sky130_fd_sc_hd__nor3_1 | 65 |
| sky130_fd_sc_hd__o21bai_1 | 62 |
| sky130_fd_sc_hd__bufinv_16 | 48 |
| sky130_fd_sc_hd__or4_1 | 38 |
Power figures rest on the tool's default switching activity, not on a simulated workload.
