**./run.sh**
```bash
#!/bin/bash
# OpenROAD 26Q1-2900-gdf79404cd8, Yosys 0.63+post, stock flow scripts
make -C /OpenROAD-flow-scripts/flow DESIGN_CONFIG=/design/flow/config.mk WORK_HOME=/design/flow/orfs finish
```
**./config.mk**
```make
export PLATFORM = sky130hd
export DESIGN_NAME = Mul_CSA_KS
export DESIGN_NICKNAME = Mul_CSA_KS
export VERILOG_FILES = /design/flow/design.v
export SDC_FILE = /design/flow/constraint.sdc
export NUM_CORES = 4
export LEC_CHECK = 1
export CORE_AREA = 10 10 70 70
export DIE_AREA = 0 0 80 80
```
**./design.v**
```verilog
module KoggeStone (
    input [3:0] A, B,
    input Cin,
    output [3:0] Sum,
    output Cout
);
    wire [3:0] P, G, P_1, G_1, P_2, G_2; 
    wire [4:0] C;
    assign P = A ^ B;
    assign G[0] = (A[0] & B[0]) | (Cin & B[0]) | (A[0] & Cin);
    assign G[1] = A[1] & B[1];
    assign G[2] = A[2] & B[2];
    assign G[3] = A[3] & B[3];
    assign P_1[1] = P[1] & P[0];
    assign P_1[2] = P[2] & P[1];
    assign P_1[3] = P[3] & P[2];
    assign G_1[1] = G[1] | P[1] & G[0]; 
    assign G_1[2] = G[2] | P[2] & G[1]; 
    assign G_1[3] = G[3] | P[3] & G[2]; 
    assign P_2[2] = P_1[2] & P_1[0];
    assign G_2[2] = G_1[2] | P_1[2] & G[0];
    assign P_2[3] = P_1[3] & P_1[1];
    assign G_2[3] = G_1[3] | P_1[3] & G_1[1];
    assign C[0] = Cin;
    assign C[1] = G[0];
    assign C[2] = G_1[1];
    assign C[3] = G_2[2];
    assign C[4] = G_2[3];
    assign Sum = A ^ B ^ C;
    assign Cout = C[4];
endmodule
module Mul_CSA_KS #(parameter WIDTH = 4) (
    input  [WIDTH-1:0] multiplicand,
    input  [WIDTH-1:0] multiplier,
    output [2*WIDTH-1:0] product
);
    wire [2*WIDTH-1:0] partial_products [WIDTH-1:0];   
    wire [2*WIDTH-1:0] sum_stage1, sum_stage2;         
    wire [2*WIDTH-1:0] carry_stage1, carry_stage2;     
    genvar i;
    generate
        for (i = 0; i < WIDTH; i = i + 1) begin : gen_partial_products
            assign partial_products[i] = multiplier[i] ? (multiplicand << i) : 0;
        end
    endgenerate
    parameterized_csa #(2*WIDTH) sk1 (
        .A(partial_products[0]),
        .B(partial_products[1]),
        .Cin(partial_products[2]),
        .Sum(sum_stage1),
        .Cout(carry_stage1)
    );
    parameterized_csa #(2*WIDTH) sk2 (
        .A(partial_products[3]),
        .B(sum_stage1),
        .Cin(carry_stage1 << 1),
        .Sum(sum_stage2),
        .Cout(carry_stage2)
    );
    wire [3:0] sum_lo, sum_hi;
    wire carry_out_lo, carry_out_hi;
    wire [3:0] sum_input_lo = sum_stage2[3:0];
    wire [2*WIDTH-1:0] carry_stage2_shifted = carry_stage2 << 1;
    wire [3:0] carry_input_lo = carry_stage2_shifted[3:0];
    wire [3:0] sum_input_hi = sum_stage2[7:4];
    wire [3:0] carry_input_hi = carry_stage2_shifted[7:4];
    KoggeStone skl_lo (
        .A(sum_input_lo),
        .B(carry_input_lo),
        .Cin(1'b0), 
        .Sum(sum_lo),
        .Cout(carry_out_lo)
    );
    KoggeStone skl_hi (
        .A(sum_input_hi),
        .B(carry_input_hi),
        .Cin(carry_out_lo), 
        .Sum(sum_hi),
        .Cout(carry_out_hi)
    );
    assign product = {sum_hi, sum_lo};
endmodule
module parameterized_csa #(parameter WIDTH = 4) (
    input  [WIDTH-1:0] A,
    input  [WIDTH-1:0] B,
    input  [WIDTH-1:0] Cin,
    output [WIDTH-1:0] Sum,
    output [WIDTH-1:0] Cout
);
genvar i;
generate
    for (i = 0; i < WIDTH; i = i + 1) begin : CSA_BITS
        assign Sum[i] = A[i] ^ B[i] ^ Cin[i];
        assign Cout[i] = (A[i] & B[i]) | (B[i] & Cin[i]) | (A[i] & Cin[i]);
    end
endgenerate
endmodule
```
**./constraint.sdc**
```tcl
current_design Mul_CSA_KS

set clk_period 3.8
set clk_io_pct 0.2

create_clock -name clk0 -period $clk_period

set non_clock_inputs [all_inputs -no_clocks]
set_input_delay [expr $clk_period * $clk_io_pct] -clock clk0 $non_clock_inputs
set_output_delay [expr $clk_period * $clk_io_pct] -clock clk0 [all_outputs]
```
==> summary.txt <==
yosys + openroad results -> Core Region 0.00342 mm^2, area taken by flip-flops and latches 0 um^2, count of standard-cell rows 21, count of different cell masters after synthesis 8, startpoint types input pin, seq_cells 0, wire length reported by the detailed router 919 um, number of antenna repair diodes 0, top logic cells by instance count in the layout sky130_fd_sc_hd__and2_1 (7), sky130_fd_sc_hd__nand2_1 (7), sky130_fd_sc_hd__inv_1 (7), crit-path max cell delay 0.52 ns, via count of the first global-routing pass 280, I/O pin total 16, type of the worst setup path input pin to output port, antenna-violating nets left 0, fraction of layout instances using a drive strength above 1 35.5%, initial antenna violation count 0, yosys warns 1, post-route worst setup slack -0.0134 ns, data required time at the worst endpoint 3.04 ns, maximum fanout count along the critical path 4, CP Data Arrival Time 3.05 ns, total iterations of the first detailed-routing run 2, slowest stage cell on the critical path sky130_fd_sc_hd__fa_1, unrepaired setup endpoints after global routing true, Netlist Area Pre-Place 355 um^2, DRT iter0 DRCs 7, floorplan die width 80 um, DPL Wire Length 850 um, Avg Vias per Cell 3.06, Hold Path Class input pin to output port, Placed Area 588 um^2, mean cell area of the mapped netlist 8.26 um^2, pin count of the biggest net entering global routing 5, Pwr per Cell Area 132 mW/mm^2, die area 0.00640 mm^2, hold-fix buffer count after cts 0, number of standard cells after synthesis 43, wire length per cell 8.51 um, clock buf count 0, combinational gate area 348 um^2, ordered cell list for the critical path buf_8 > nand2_4 > fa_1 > inv_1 > fa_1 > ha_2 > fa_2 > inv_2 > fa_2 > inv_2 > buf_2, peak supply drop 0.0404 mV, count of instantiated cells in the yosys netlist 43, setup TNS -0.0134 ns, Seq/Total Area, Yosys 0%, Port Buf Inserts 16, cell types occupying the most area after synthesis sky130_fd_sc_hd__fa_1 (39%), sky130_fd_sc_hd__ha_1 (21%), sky130_fd_sc_hd__and2_1 (14%), final total power 0.0817 mW, fin area 621 um^2, top-area cell type share of the netlist area 39.4%, total global routing overflow 0, count of final max-slew check failures 0, overall track demand over capacity in global routing 2.59%, time the worst path needs with I/O delays and setup 3.81 ns, chip area in the Yosys report 355 um^2, signed area change from the synthesized netlist to the final layout 74.6%, delay-heaviest family, CP adder cells, Crit. End Element output port, Fin Hold WS 2.04 ns, total number of vias 330, detailed-route DRC error count 0, normalized max-slew margin 90.2%, tool warning count 34, number of setup violations in the final report 1, number of max-capacitance violations reported 0, critical path buffer and inverter count 5, top cell type by total area after synthesis sky130_fd_sc_hd__fa_1, violations in the final reports negative setup slack, run status finished with violations, final hold vios 0, slew at the pin closest to its max-slew limit 0.147 ns, timing-limited maximum frequency 262 MHz, first-pass GRT wire length 1350 um, Leakage Power 0.324 nW, Init Core Util 10.4%, post-route clock period utilization 100%, die height 80 um, final RePlAce weighted congestion 0.835, number of fill cells 399
## Yosys cell counts
cell type,number
sky130_fd_sc_hd__fa_1,7
sky130_fd_sc_hd__nand3_1,1
sky130_fd_sc_hd__ha_1,6
sky130_fd_sc_hd__xnor2_1,1
sky130_fd_sc_hd__a21oi_1,1
sky130_fd_sc_hd__inv_1,10
sky130_fd_sc_hd__and2_1,8
sky130_fd_sc_hd__nand2_1,9
## layout make-up
type                       instances  share of cell area [%]
inverter                          10                    6.05
multi-input combinational         33                    56.0
tap                               46                    9.27
timing repair buffer              19                    28.6
## routing by layer
layer,track usage [%],vias up,wire (um)
li1,-,165,-
met1,4.47,153,487
met2,2.97,12,325
met3,0.909,0,106
met4,0,0,0
met5,0,-,0
## per-stage QoR
stage	setup WS, ns	util [%]	cells
global route	-0.0791	18.2	108
CTS	-0.0786	16.5	107
floorplan	0.123	-	43
global placement	-0.991	17.2	107
finish	-0.0134	18.2	108
detailed placement	-0.999	17.2	107
## cell families after synthesis
| kind of cell | Yosys count | share of synthesized area (%) |
|---|---|---|
| XOR/XNOR | 1 | 2.47 |
| adder cells (fa/ha/maj) | 13 | 60.6 |
| buffers and inverters | 10 | 10.6 |
| AND/OR/NAND/NOR | 18 | 25.0 |
| AND-OR/OR-AND | 1 | 1.41 |
## worst paths after layout
check	slack, ns	cells past startpoint	to	start
worst max-delay path	-0.01	11	product[5]	multiplicand[3]
worst min-delay path	2.04	6	product[7]	multiplicand[3]
## power by group
| part | internal [mW] | switching, mW | total (mW) |
|---|---|---|---|
| logic | 0.0501 | 0.0316 | 0.0817 |
| registers | 0 | 0 | 0 |
| clock network | 0 | 0 | 0 |
## timing repair
item	4_1_cts	5_1_grt
setup endpoints to repair	5	3
pin swaps	4	3
resized	40	17
setup buffers	0	1
hold endpoints to repair	0	0
No activity file was given, so power comes from the tool's default toggle rates.
